`run.sh`:
```
#!/bin/bash
# OpenROAD 26Q1-2900-gdf79404cd8, Yosys 0.63+post, stock flow scripts
make -C /OpenROAD-flow-scripts/flow DESIGN_CONFIG=/design/flow/config.mk WORK_HOME=/design/flow/orfs finish
```
`config.mk`:
```
export PLATFORM = sky130hd
export DESIGN_NAME = file_register
export DESIGN_NICKNAME = file_register
export VERILOG_FILES = /design/flow/design.v
export SDC_FILE = /design/flow/constraint.sdc
export NUM_CORES = 4
export LEC_CHECK = 1
export CORE_UTILIZATION = 30
```
`constraint.sdc`:
```
current_design file_register

set clk_period 12.3
set clk_io_pct 0.2

create_clock -name clk0 -period $clk_period [get_ports {clk}]

set non_clock_inputs [all_inputs -no_clocks]
set_input_delay [expr $clk_period * $clk_io_pct] -clock clk0 $non_clock_inputs
set_output_delay [expr $clk_period * $clk_io_pct] -clock clk0 [all_outputs]
```
`design.v`:
```
module d_flipflop(q, qBar, d, clk, rst);
   input d, clk, rst;  
   output q, qBar;  
   reg q;
   not n1 (qBar, q);  
   always@ (negedge rst or posedge clk)
   begin
      if(!rst)
         q = 0;
      else
         q = d;
   end
endmodule 
module decoder_5bit(code, selection);
   input wire [4:0] code;   
   output wire [31:0] selection;   
   wire [31:0] mux1, mux2, mux3, mux4;
   genvar i;
   generate
      for(i=0; i<32; i=i+1) begin: BARREL
         if(i == 0)
            mux_2to1 BARREL0(.in0(1'b1), .in1(1'b0), .select(code[0]), .out(mux1[i]));
         else if(i == 1)
            mux_2to1 BARREL0(.in0(1'b0), .in1(1'b1), .select(code[0]), .out(mux1[i]));
         else
            mux_2to1 BARREL0(.in0(1'b0), .in1(1'b0), .select(code[0]), .out(mux1[i]));
         if(i < 2)
            mux_2to1 BARREL1(.in0(mux1[i]), .in1(1'b0), .select(code[1]), .out(mux2[i]));
         else
            mux_2to1 BARREL1(.in0(mux1[i]), .in1(mux1[i-2]), .select(code[1]), .out(mux2[i]));
         if(i < 4)
            mux_2to1 BARREL2(.in0(mux2[i]), .in1(1'b0), .select(code[2]), .out(mux3[i]));
         else
            mux_2to1 BARREL2(.in0(mux2[i]), .in1(mux2[i-4]), .select(code[2]), .out(mux3[i]));
         if(i < 8)
            mux_2to1 BARREL3(.in0(mux3[i]), .in1(1'b0), .select(code[3]), .out(mux4[i]));
         else
            mux_2to1 BARREL3(.in0(mux3[i]), .in1(mux3[i-8]), .select(code[3]), .out(mux4[i]));
         if(i < 16)
            mux_2to1 BARREL4(.in0(mux4[i]), .in1(1'b0), .select(code[4]), .out(selection[i]));
         else
            mux_2to1 BARREL4(.in0(mux4[i]), .in1(mux4[i-16]), .select(code[4]), .out(selection[i]));
      end
   endgenerate
endmodule
module file_register(
         clk, 
         we,
         re,
         rst,
         read0_addr, 
         read1_addr,
         write_addr,
         data_bus,
         read0_data
       );
   input wire clk, we, re,   
              rst;   
   input wire [4:0] read0_addr,   
                     read1_addr,   
                     write_addr;   
   inout [31:0] data_bus;   
   output wire [31:0] read0_data;   
   wire [31:0] read1_data,   
               read_data_proxy,   
               write_data;   
   wire read_fr, write_fr,   
        n_we, n_re;   
   not not_re(n_re, re);
   not not_we(n_we, we);
   and read_cond(read_fr, re, n_we);
   and write_cond(write_fr, we, n_re);
   genvar i;
   generate for(i=0; i<32; i=i+1) begin: READ
      bufif1 read_tri(data_bus[i], read1_data[i], read_fr);
   end
   endgenerate
   genvar k;
   generate for(k=0; k<32; k=k+1) begin: WRITE
      bufif1 write_tri(write_data[k], data_bus[k], write_fr);
   end
   endgenerate
   file_register_low FILE_REG_HW(
                       .clk(clk), 
                       .we(we), 
                       .rst_all(rst), 
                       .read0_addr(read0_addr), 
                       .read1_addr(read1_addr), 
                       .write_addr(write_addr), 
                       .write_data(write_data),
                       .read0_data(read0_data), 
                       .read1_data(read1_data)
                     );
endmodule
module file_register_low(
         clk, 
         we, 
         rst_all, 
         read0_addr, 
         read1_addr, 
         write_addr, 
         write_data,
         read0_data, 
         read1_data
       );
   input wire clk, we, rst_all;   
   input wire [4:0] read0_addr,   
                    read1_addr,   
                    write_addr;   
   input wire [31:0] write_data;   
   output wire [31:0] read0_data,   
                      read1_data;   
   wire [31:0] Q[31:0];   
   wire [31:0] wreg_sel,   
               we_sel;   
   genvar i;
   generate for(i=0; i<32; i=i+1) begin: WRITE
      mux_2to1 mux(.in0(1'b0), .in1(wreg_sel[i]), .select(we), .out(we_sel[i]));
   end
   endgenerate
   decoder_5bit write_decoder(.code(write_addr), .selection(wreg_sel));
   genvar j;
   generate for(j=0; j<32; j=j+1) begin: READ
      buf buff_read0(read0_data[j], Q[read0_addr][j]);
      buf buff_read1(read1_data[j], Q[read1_addr][j]);
   end
   endgenerate
   genvar k;
   generate for(k=0; k<32; k=k+1) begin: FILE_REGISTER
      register_32bit F_REG(
                        .clk(clk), 
                        .we(we_sel[k]), 
                        .rst(rst_all), 
                        .D(write_data), 
                        .Q(Q[k])
                     );
   end
   endgenerate
endmodule
module register_32bit(clk, we, rst, D, Q);
   input wire clk, we, rst;   
   input wire [31:0] D;   
   output wire [31:0] Q;   
   wire [31:0] parallel_write_data;   
   genvar i;
   generate for(i=0; i<32; i=i+1) begin: TO_FF
      mux_2to1 mux(
                  .in0(Q[i]), 
                  .in1(D[i]), 
                  .select(we), 
                  .out(parallel_write_data[i])
               );
   end
   endgenerate
   genvar j;
   generate for(i=0; i<32; i=i+1) begin: REGISTER
      d_flipflop FF(
                  .q(Q[i]),
                  .qBar(),
                  .d(parallel_write_data[i]), 
                  .clk(clk), 
                  .rst(rst)
                 );
   end
   endgenerate
endmodule
module mux_2to1(in0, in1, select, out);
   input wire in0, in1, select;
   output wire out;
   wire sel0, sel1;
   and and_sel0(sel0, in0, !select);
   and and_sel1(sel1, in1, select);
   or or_sel(out, sel0, sel1);
endmodule
```
==> flow_metrics.env <==
# source this file to load flow results
export IMPL_port_buffers=49
export IMPL_result_of_the_run="did not finish"
export IMPL_number_of_gates_resized_after_cts=0
export IMPL_post_synth_edffs=0
export IMPL_flow_first_error="[error] [KeplerFormal.cpp:679] Workflow failed: Iso has multiple drivers: .data_bus31, _4508_.Y0"
export IMPL_postCtsSetupBuffers=0
export IMPL_row_count=153
export IMPL_yosys_register_bits=1024
export IMPL_clock_tree_buffer_depth=3
export IMPL_syn_cell_area_um2=52500
export IMPL_die_h_um=421
export IMPL_syn_mean_instance_area_um2=10.6
export IMPL_yosys_stat_seqShare=0.488
export IMPL_synth_chip_area_um2=52500
export IMPL_synth_cells_yosys=4938
export IMPL_cts_hold_buffers_added=0
export IMPL_synth_top_cell_area_share=0.488
export IMPL_initCoreUtil=0.302
export IMPL_maximum_level_of_the_cts_h_tree=3
export IMPL_yosys_top_cells_count="1,024 x dfrtp_1, 715 x mux2_2, 572 x a22oi_1, 477 x nand2_1, 356 x and3_1"
export IMPL_lastStage="clock tree synthesis"
export IMPL_synthDominantAreaCellType="dfrtp_1"
export IMPL_netlist_cell_type_count=76
export IMPL_top_cells_by_area="dfrtp_1 49%, mux2_2 15%, a22oi_1 8.2%"
export IMPL_ys_flop_type="dfrtp_1"
export IMPL_ios=83
export IMPL_yosys_cell_count_top_type="dfrtp_1"
export IMPL_fraction_of_registers_with_async_set_reset=1.00
export IMPL_cts_sink_count=1024
export IMPL_yosys_warnings=2
export IMPL_postSynthCellCount=4938
export IMPL_cts_buffers_inserted=112
export IMPL_cell_at_the_root_of_the_clock_tree="clkbuf_16"
export IMPL_detailed_place_hpwl_um=168000
export IMPL_gp_congestion=1.02
export IMPL_die_width_um=421
logic make-up after synthesis:
kind of cell | after synthesis | synth area share
flip-flops | 1024 | 0.488
buffers and inverters | 509 | 0.0420
multiplexers | 726 | 0.155
AND-OR/OR-AND | 1226 | 0.170
AND/OR/NAND/NOR | 1453 | 0.145
per-stage QoR:
stage	hold WS, ns	std cells	setup slack, ns	cell area, um2	util
after floorplan	0.462	4938	5.35	52500	-
after detailed placement	0.488	7093	3.02	56500	0.325
after global placement	0.479	7093	3.01	56500	0.325
