==> flow/design.v <==
module alu_dataflow (operand0, operand1, control, result, Z, V, C, N);
   input wire [31:0] operand0, operand1;   
   input wire [2:0] control;   
   output wire [31:0] result;   
   output wire Z, V, C, N;   
   wire [31:0] sum, difference, and_result,          
               or_result, xor_result, slt_result,    
               sll_result;                           
   wire 				  	 
        add_V, sub_V,  		 
        add_C, sub_C,  		 
        add_N, sub_N;  				 
   parameter NOP = 3'b000;
   parameter ADD = 3'b001;
   parameter SUB = 3'b010;
   parameter AND = 3'b011;
   parameter OR  = 3'b100;
   parameter XOR = 3'b101;
   parameter SLT = 3'b110;
   parameter SLL = 3'b111;
	adder_gate adder_module (.addend0(operand0), .addend1(operand1), .Cin(1'b0), .sum(sum), 
								.Z(), .V(add_V), .C(add_C), .N(add_N));
	subtract_gate subtract_module (	.minuend(operand0), .subtrahend(operand1), .difference(difference), 
									.Z(), .V(sub_V), .C(sub_C), .N(sub_N));
	AND_32_Data and_module (.a(operand0), .b(operand1), .sum(and_result), 
								.zero(), .overflow(), .carryOut(), .negative());
	OR_32_Data or_module (.a(operand0), .b(operand1), .sum(or_result), 
								.zero(), .overflow(), .carryOut(), .negative());
	XOR_32_Data xor_module (.a(operand0), .b(operand1), .sum(xor_result), 
								.zero(), .overflow(), .carryOut(), .negative());
	slt_gate slt_module (	.operand0(operand0), .operand1(operand1), .result(slt_result)	);
	sll_gate sll_module (	.num(operand0), .shift(operand1[5:0]), .shift_num(sll_result)	);
   assign result = (	
						({32{control == ADD}} & sum) |
						({32{(control == SUB)}} & difference) |
						({32{control == AND}} & and_result) |
						({32{control == OR }} & or_result)  |
						({32{control == XOR}} & xor_result) |
						({32{control == SLT}} & slt_result) |
						({32{control == SLL}} & sll_result)
                   );
   assign V = (
                 ((control == ADD) & add_V) |
                 ((control == SUB) & sub_V)
              );
   assign C = (
                 ((control == ADD) & add_C) |
                 ((control == SUB) & sub_C)
              );
	assign N = ( ((control == ADD) & add_N) |
                 ((control == SUB) & sub_N)	);
	assign Z = 	(   result == 32'b0  );
endmodule
module AND_32_Data(a, b, sum, zero, overflow, carryOut, negative);
	input wire [31:0] a, b;  
	output wire [31:0] sum;  
	output wire zero, overflow, carryOut, negative; 
	assign sum = a & b;
	assign zero = 0;
	assign overflow = 0;
	assign carryOut = 0;
	assign negative = 0;
endmodule
module OR_32_Data(a, b, sum, zero, overflow, carryOut, negative);
	input wire [31:0] a, b;  
	output wire [31:0] sum;  
	output wire zero, overflow, carryOut, negative; 
	assign sum = a | b;
	assign zero = 0;
	assign overflow = 0;
	assign carryOut = 0;
	assign negative = 0;
endmodule
module XOR_32_Data(a, b, sum, zero, overflow, carryOut, negative);
	input wire [31:0] a, b;  
	output wire [31:0] sum;  
	output wire zero, overflow, carryOut, negative; 
	assign sum = a ^ b;
	assign zero = 0;
	assign overflow = 0;
	assign carryOut = 0;
	assign negative = 0;
endmodule
module adder_gate(addend0, addend1, Cin, sum, Z, V, C, N);
   input wire [31:0] addend0, addend1;   
   input wire Cin;   
   output wire [31:0] sum;   
   output wire Z, V, C, N;   
   wire [30:0] pre_zero;
   wire msb_addend_same, msb_sum_diff, not_overflow;
   wire [31:0] and_addend_pairs,
               carry,
               prop_carry,
               carry_propogate;
   not define_zero(Z, pre_zero[30]);
   buf init_prezero(pre_zero[0], sum[0]);
   genvar k;
   generate for(k=1; k<31; k=k+1) begin: ZERO_FLAG
      or prezero_or(pre_zero[k], pre_zero[k-1], sum[k]);
   end
   endgenerate
   xnor same_addend_msb(msb_addend_same, addend0[31], addend1[31]);
   xor diff_sum_msb(msb_sum_diff, sum[31], addend0[31]);
   and overflow_check(V, msb_addend_same, msb_sum_diff);
   not negate_overflow(not_overflow, V);
   buf carry_out_buf(C, carry[31]);
   buf negative_val_buf(N, sum[31]);
   full_adder bit0_summation(   
                           .addend0(addend0[0]),
                           .addend1(addend1[0]),
                           .carry_in(Cin),
                           .sum(sum[0]),
                           .carry_out(carry[0])  
                        );
   genvar j;
   generate for(j=1; j<32; j=j+1) begin: HALF_ADDERS
      full_adder summation(
                           .addend0(addend0[j]),
                           .addend1(addend1[j]),
                           .carry_in(carry[j-1]),
                           .sum(sum[j]),
                           .carry_out()
                          );
   end
   endgenerate
   buf(prop_carry[0], 1'b0);
   genvar i;
   generate for(i=0; i<32; i=i+1) begin: CARRY_CALC
      and and_pairs(and_addend_pairs[i], addend0[i], addend1[i]);
      or or_pairs(carry_propogate[i], addend0[i], addend1[i]);
      if(i>0) begin
         or carry_or(carry[i], prop_carry[i], and_addend_pairs[i]);
         and pre_carry_and(prop_carry[i], carry[i-1], carry_propogate[i]);
      end
   end
   endgenerate
endmodule
module full_adder(addend0, addend1, carry_in, sum, carry_out);
   input wire addend0, addend1, carry_in;
   output wire sum, carry_out;
   wire carry0, carry1, carry2;
   xor xor0(sum, addend0, addend1, carry_in);
   and and0(carry0, addend0, addend1);
   and and1(carry1, addend0, carry_in);
   and and2(carry2, addend1, carry_in);
   or or0(carry_out, carry0, carry1, carry2);
endmodule
module mux_2to1(in0, in1, select, out);
   input wire in0, in1, select;
   output wire out;
   wire sel0, sel1;
   and and_sel0(sel0, in0, !select);
   and and_sel1(sel1, in1, select);
   or or_sel(out, sel0, sel1);
endmodule
module sll_gate(num, shift, shift_num);
   input wire [31:0] num;   
   input wire [5:0] shift;   
   output wire [31:0] shift_num;   
   wire [31:0] mux1, mux2, mux3, mux4, mux5;   
   wire [5:0] shift_filter;   
   genvar j;
   generate 
      for(j=0; j<6; j=j+1) begin: FILTER_SHIFT
         if(j < 5)
            mux_2to1 filter_mux(.in0(shift[j]), .in1(1'b0), .select(shift[5]), .out(shift_filter[j]));
         else
            mux_2to1 filter_mux(.in0(1'b0), .in1(shift[j]), .select(shift[5]), .out(shift_filter[j]));
      end
   endgenerate
   genvar i;
   generate
      for(i=0; i<32; i=i+1) begin: BARREL
         if(i == 0)
            mux_2to1 BARREL0(.in0(num[i]), .in1(1'b0), .select(shift_filter[0]), .out(mux1[i]));
         else
            mux_2to1 BARREL0(.in0(num[i]), .in1(num[i-1]), .select(shift_filter[0]), .out(mux1[i]));
         if(i < 2)
            mux_2to1 BARREL1(.in0(mux1[i]), .in1(1'b0), .select(shift_filter[1]), .out(mux2[i]));
         else
            mux_2to1 BARREL1(.in0(mux1[i]), .in1(mux1[i-2]), .select(shift_filter[1]), .out(mux2[i]));
         if(i < 4)
            mux_2to1 BARREL2(.in0(mux2[i]), .in1(1'b0), .select(shift_filter[2]), .out(mux3[i]));
         else
            mux_2to1 BARREL2(.in0(mux2[i]), .in1(mux2[i-4]), .select(shift_filter[2]), .out(mux3[i]));
         if(i < 8)
            mux_2to1 BARREL3(.in0(mux3[i]), .in1(1'b0), .select(shift_filter[3]), .out(mux4[i]));
         else
            mux_2to1 BARREL3(.in0(mux3[i]), .in1(mux3[i-8]), .select(shift_filter[3]), .out(mux4[i]));
         if(i < 16)
            mux_2to1 BARREL4(.in0(mux4[i]), .in1(1'b0), .select(shift_filter[4]), .out(mux5[i]));
         else
            mux_2to1 BARREL4(.in0(mux4[i]), .in1(mux4[i-16]), .select(shift_filter[4]), .out(mux5[i]));
            mux_2to1 BARREL5(.in0(mux5[i]), .in1(1'b0), .select(shift_filter[5]), .out(shift_num[i]));
      end
   endgenerate
endmodule
module slt_gate(operand0, operand1, result);
   input wire [31:0] operand0, operand1;   
   output wire [31:0] result;   
   wire [31:0] neg_op0, neg_op1;   
   wire fast_calc,   
        slow_calc;   
   wire msb_same;    
   wire [30:0] digit_lesser,   
               digit_less_eq;   
   wire [29:0] sum_less_eq,   
               valid_less_than,   
               sum_valid_less_than;   
   wire [30:0] equal_val,   
               sum_equal_val;   
   genvar i;
   generate for(i=0; i<32; i=i+1) begin: NEGATE
      not neg_op0_not(neg_op0[i], operand0[i]);
      not neg_op1_not(neg_op1[i], operand1[i]);
   end
   endgenerate
   and fast_calc_and(fast_calc, operand0[31], neg_op1[31]);
   xnor msb_same_xnor(msb_same, operand0[31], operand1[31]);
   genvar j;
   generate for(j=30; j>=0; j=j-1) begin: DIGIT_COMPARE
      and digit_lesser_and(digit_lesser[j], neg_op0[j], operand1[j]);
      or digit_less_eq_or(digit_less_eq[j], neg_op0[j], operand1[j]);
   end
   endgenerate
   and sum_less_eq_and(sum_less_eq[29], digit_less_eq[30], digit_less_eq[29]);
   genvar k;
   generate for(k=28; k>=0; k=k-1) begin: TOTAL_LESS_EQ
      and sum_less_eq_and(sum_less_eq[k], sum_less_eq[k+1], digit_less_eq[k]);
   end
   endgenerate
   and valid_less_than_and(valid_less_than[29], digit_less_eq[30], digit_lesser[29]);
   or sum_valid_less_than_or(sum_valid_less_than[29], valid_less_than[29], digit_lesser[30]);
   genvar m;
   generate for(m=28; m>=0; m=m-1) begin: VALID_LESS_THAN
      and valid_less_than_and(valid_less_than[m], sum_less_eq[m+1], digit_lesser[m]);
      or sum_valid_less_than_or(sum_valid_less_than[m], valid_less_than[m], sum_valid_less_than[m+1]);
   end
   endgenerate
   and slow_and(slow_calc, msb_same, sum_valid_less_than[0]);
   or result_or(result[0], fast_calc, slow_calc);
   genvar o;
   generate for(o=1; o<32; o=o+1) begin: BUFF_ZERO
      buf result_buf(result[o], 1'b0);
   end
   endgenerate
endmodule
module one_complement(num, comp);
   input wire [31:0] num;
   output wire [31:0] comp;
   genvar i;
   generate for(i=0; i<32; i=i+1) begin: ONECOMP
      not one_complement(comp[i], num[i]);
   end
   endgenerate
endmodule
module subtract_gate(minuend, subtrahend, difference, Z, V, C, N);
   input wire [31:0] minuend, subtrahend;
   output wire [31:0] difference;
   output wire Z, V, C, N;
   wire [31:0] comp_subtrahend;
   one_complement negate_value(subtrahend, comp_subtrahend);
   adder_gate adding_negative(
               .addend0(minuend),
               .addend1(comp_subtrahend),
               .Cin(1'b1),
               .sum(difference),
               .Z(Z),
               .V(V),
               .C(C),
               .N(N)
             );
endmodule
==> flow/run.sh <==
#!/bin/bash
# OpenROAD 26Q1-2900-gdf79404cd8, Yosys 0.63+post, stock flow scripts
make -C /OpenROAD-flow-scripts/flow DESIGN_CONFIG=/design/flow/config.mk WORK_HOME=/design/flow/orfs finish
==> flow/config.mk <==
export PLATFORM = sky130hd
export DESIGN_NAME = alu_dataflow
export DESIGN_NICKNAME = alu_dataflow
export VERILOG_FILES = /design/flow/design.v
export SDC_FILE = /design/flow/constraint.sdc
export NUM_CORES = 4
export LEC_CHECK = 1
export CORE_UTILIZATION = 50
==> flow/constraint.sdc <==
current_design alu_dataflow

set clk_period 17.6
set clk_io_pct 0.2

create_clock -name clk0 -period $clk_period

set non_clock_inputs [all_inputs -no_clocks]
set_input_delay [expr $clk_period * $clk_io_pct] -clock clk0 $non_clock_inputs
set_output_delay [expr $clk_period * $clk_io_pct] -clock clk0 [all_outputs]
==> qor.yml <==
setup_path:
  critPathArrivalTime_ns: 16.72
  cpMostUsedCell: "fa_2"
  path_max_fanout: 2
  path_buffers: 19
  worstSetupPathType: "in -> out"
  cp_top_family: "adder cells"
  end_kind: "primary output"
  startpoint_type: "input pin"
  cp_slowest_cell: "fa_1"
  slowest_delay_ns: 0.53
  crit_required_ns: 14.08
run:
  maxCapViolCount: 0
  tool_warnings: 131
final_timing:
  setup-violations-final: 10
  period_needed_ns: 20.24
  max_freq_mhz: 49.4
  worstMarginPinSlew_ns: 0.887
  grt_setup_unrepaired: "true"
  hold_slack_ns: 7.92
  finalClockPeriodUsage_pct: 115
  relSlewSlack_pct: 40.9
  setup_slack_ns: -2.64
  hold_violations: 0
  final_max_slew_viol_count: 0
floorplan:
  fp-utilization_pct: 51.1
  die_w_um: 124
  die_area_um2: 15300
  die_h_um: 124
  core_um2: 14500
  rows: 44
  io_pins: 103
finish:
  final_cell_mix: "125 x ha_1, 89 x clkdlybuf4s50_1, 86 x buf_4, 81 x inv_1, 61 x fa_2"
  flop-count: 0
  layout_top_cell: "ha_1"
  drive_above_1_share_pct: 22.8
  fillers: 1074
  syn2layout_area_growth_pct: 27.4
  seq_area_um2: 0
  nClkBuffers: 0
global_route:
  antenna_found_initial: 0
  grt_max_degree: 64
  grt_pass1_wl_um: 49200
  grt_overflow_total: 0
  grt_use_total_pct: 45.5
  grt_pass1_vias: 8220
outcome:
  status: "complete, but fails checks"
  violations: "setup timing"
synth:
  synth_top_area_share_pct: 21.4
  ys_seq_share_pct: 0
  yosysUniqueCellTypes: 80
  synth_cells: 914
  ys_cells: 914
  top_area_cell: "ha_1"
  ys_warn_count: 0
  avgSynthCellArea_um2: 8.12
  syn_area_um2: 7420
  area_leaders: "ha_1 21%, fa_1 17%, inv_1 4.6%"
  ys_area_um2: 7420
drt:
  wire_per_inst_um: 27.0
  drcViolationCount: 0
  num_vias: 8470
  via_per_inst: 6.81
  drtAntennaViolNets: 0
  initialDrtViolationCount: 994
  dr.pass1.iters: 6
  n_antenna_cell: 0
  wirelength_um: 33600
placed_design:
  gp_congestion: 1.05
  hpwl_um: 23900
  port_buffers: 103
  dp_slack_ns: -3.14
power_and_ir_drop:
  leakagePower_nw: 4.16
  ir_drop_mv: 0.0302
  power.density_nw_per_um2: 30.1
min_path:
  hp-class: "in -> out"
==> worst paths after layout <==
| check | from | endpoint | slack (ns) | depth (start not counted) |
|---|---|---|---|---|
| hold / removal | control[2] | V | 7.92 | 4 |
| setup / recovery | operand0[0] | N | -2.64 | 53 |
==> routing by layer <==
| layer | GRT usage, % | vias up | part of all wire (%) |
|---|---|---|---|
| met5 | 0 | - | 0 |
| met4 | 18.7 | 0 | 5.7 |
| met3 | 11.8 | 158 | 10 |
| met2 | 72.6 | 546 | 46 |
| met1 | 59.3 | 4155 | 38 |
| li1 | - | 3611 | - |
==> kinds of logic after synthesis <==
kind of cell / count (synthesis) / synth area share (%)
multiplexers: 56 / 9.80
AND/OR/NAND/NOR: 252 / 18.4
XOR/XNOR: 2 / 0.236
adder cells (fa/ha/maj): 189 / 38.1
buffers and inverters: 152 / 8.73
AND-OR/OR-AND: 263 / 24.7
==> synth_stat cells (all sizes together) (14+ instances only) <==
| cell | instances |
|---|---|
| o21ai | 51 |
| a211oi | 20 |
| o22ai | 30 |
| nor3 | 14 |
| buf | 23 |
| nand2b | 26 |
| mux2i | 31 |
| clkbuf | 37 |
| a21oi | 38 |
| nor2 | 60 |
| nand2 | 53 |
| nor2b | 24 |
| inv | 91 |
| fa | 62 |
| ha | 127 |
==> layout make-up <==
| class | count | area (um2) | area share [%] |
|---|---|---|---|
| Timing Repair Buffer | 205 | 1820 | 19.3 |
| Tap cell | 184 | 230 | 2.44 |
| Multi-Input combinational cell | 762 | 7040 | 74.5 |
| Inverter | 92 | 354 | 3.75 |
==> what timing repair did <==
item,4_1_cts,5_1_grt
hold buffers,0,0
pin swaps,15,2
endpoints found under the hold margin,0,0
gates resized,80,11
endpoints found under the setup margin,12,11
setup buffers,16,1
==> power breakdown <==
group,leakage (nW),internal [mW],switching (mW),total [mW]
Sequential,0,0,0,0
Combinational,4.16,0.129,0.156,0.285
Clock,0,0,0,0
==> per-stage QoR <==
stage / area [um2] / std cells / TNS, ns / util [%] / total power [mW]
after detailed placement: 9180 / 1228 / -19.36 / 63.1 / 0.258
final: 9450 / 1243 / -15.14 / 65.0 / 0.285
after CTS: 9430 / 1242 / -12.77 / 64.9 / 0.268
after global routing: 9450 / 1243 / -17.08 / 65.0 / 0.305
after global placement: 9180 / 1228 / -17.96 / 63.1 / 0.252
after floorplan: 7590 / 914 / -4.82 / - / 0.141
No activity file was given, so power comes from the tool's default toggle rates.
