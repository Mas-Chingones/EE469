<file path="/design/flow/config.mk">
export PLATFORM = sky130hd
export DESIGN_NAME = alu_behavioral
export DESIGN_NICKNAME = alu_behavioral
export VERILOG_FILES = /design/flow/design.v
export SDC_FILE = /design/flow/constraint.sdc
export NUM_CORES = 4
export LEC_CHECK = 1
export CORE_UTILIZATION = 30
</file>
<file path="/design/flow/constraint.sdc">
current_design alu_behavioral

set clk_period 15.8
set clk_io_pct 0.2

create_clock -name clk0 -period $clk_period

set non_clock_inputs [all_inputs -no_clocks]
set_input_delay [expr $clk_period * $clk_io_pct] -clock clk0 $non_clock_inputs
set_output_delay [expr $clk_period * $clk_io_pct] -clock clk0 [all_outputs]
</file>
<file path="/design/flow/design.v">
module alu_behavioral(operand0, operand1, control, result, Z, V, C, N);
	input wire [31:0] operand0, operand1;   
	input wire [2:0] control;   
	output reg [31:0] result;   
	output reg Z, V, C, N;   
	wire [31:0] add_result, sub_result, and_result,      
			   or_result, xor_result, slt_result,   	 
			   sll_result;                          	 
	wire add_Z, sub_Z,  
		 add_V, sub_V,  
		 add_C, sub_C,  
		 add_N, sub_N;  
	reg op0_msb, op1_msb, result_msb;
	reg [31:0] twos_comp_op1, result_manip;
	parameter NOP = 3'b000;
	parameter ADD = 3'b001;
	parameter SUB = 3'b010;
	parameter AND = 3'b011;
	parameter OR  = 3'b100;
	parameter XOR = 3'b101;
	parameter SLT = 3'b110;
	parameter SLL = 3'b111;
	always @ (*) begin
		case (control)
			NOP: begin
				Z = 0;
				V = 0;
				C = 0;
				N = 0;
				result = 0;
			end
			ADD: begin
				op0_msb = operand0[31];
				op1_msb = operand1[31];
				result = operand0 + operand1;
				result_msb = result[31];
				Z = (result == 0);
				V = (~(op0_msb ^ op1_msb)) & (op0_msb ^ result_msb);
				C = (op0_msb & op1_msb) | (op0_msb & ~result_msb) | (op1_msb & ~result_msb);
				N = (result_msb == 1);
			end
			SUB: begin
				twos_comp_op1 = ~operand1 + 32'b1;
				result_manip = operand0 + twos_comp_op1;
				op0_msb = operand0[31];
				op1_msb = twos_comp_op1[31];
				result_msb = result_manip[31];
				result = operand0 - operand1;
				Z = (result == 0);
				V = (op0_msb & op1_msb & ~result_msb) | (~op0_msb & ~op1_msb & result_msb);
				C = (op0_msb & op1_msb) | (op0_msb & ~result_msb) | (op1_msb & ~result_msb) | ((operand0 == 0) & (operand1 == 0) & (result == 0));
				N = (result_msb == 1);
			end
			AND: begin
				result = operand0 & operand1;
				Z = (result == 0);
				V = 0; 
				C = 0;
				N = (result[31] == 1);
			end
			OR: begin
				result = operand0 | operand1;
				Z = (result == 0);
				V = 0; 
				C = 0;
				N = (result[31] == 1);
			end
			XOR: begin
				result = operand0 ^ operand1;
				Z = (result == 0);
				V = 0; 
				C = 0;
				N = (result[31] == 1);
			end
			SLT: begin
				result = (operand0 < operand1) ? 1 : 0;
				Z = (result == 0);
				V = 0; 
				C = 0;
				N = (result[31] == 1);
			end
			SLL: begin
				result = operand0 << operand1;
				Z = (result == 0);
				V = 0; 
				C = 0;
				N = (result[31] == 1);
			end
		endcase
	end
endmodule
</file>
<file path="/design/flow/run.sh">
#!/bin/bash
# OpenROAD 26Q1-2900-gdf79404cd8, Yosys 0.63+post, stock flow scripts
make -C /OpenROAD-flow-scripts/flow DESIGN_CONFIG=/design/flow/config.mk WORK_HOME=/design/flow/orfs finish
</file>
==> run notes <==
Reports from this run.

- The count of tool warnings reads between 100 and 150.
- The per-instance average area after synthesis is 7.09 µm².
- The run finished with clean final reports.
- The number of cells reported by Yosys stat comes to 1401.
- The design has 0 sequential cells.
- The number of buffers added for setup after CTS reads 0.
- The cell taking the most area after synthesis is sky130_fd_sc_hd__ha_1.
- The number of standard-cell rows in the floorplan reads 66.
- In the setup report, the worst path falls into the class in -> out.
- The flip-flop and latch area reads 0 µm².
- At the pin with the least slew margin, the transition time is between 900 and 1000 ps.
- The arrival time of data at the worst endpoint is listed as 10810 ps.
- The number of buffers inserted by hold repair at cts reads 0.
- The fill cell total of the finished layout reads about 3.5k.
- Across all layers, the routed design uses 11.9k vias.
- The final timing report lists a hold violation count of 0.
- The routed length per instance reads 27.2 µm.
- The slowest cell on the critical path reads sky130_fd_sc_hd__ha_1.
- The pre-placement core utilization reads 30.5%.
- The remaining number of nets flagged by the antenna check after routing reads 0.
- The area of the core is 0.0325 mm².
- The worst setup path is captured at an output pin.
- The detailed-route DRC error count is 0.
- The peak supply drop reads approximately 0.000022 V.
- The headroom to the max-slew limit reads 35.7%.
- The overall die height is 184 µm.
- The cell repeated most along the worst path is sky130_fd_sc_hd__a21oi_1.
- The aggregate global-route resource usage reads 31.2%.
- The top-level I/O count reads 103.
- The type of the most critical hold path is in -> out.
- The main area contributors are sky130_fd_sc_hd__ha_1, sky130_fd_sc_hd__mux4_2, sky130_fd_sc_hd__xnor2_1.
- The first routing iteration left approximately 1.6k violations.
- The global-route track usage on met3 is 5.78%.
- The post-synthesis cell type count is 98.
- The final worst hold slack reads 7330 ps.
- STA classifies the critical path startpoint as an input pin.
- Input and output buffers added on the ports amount to 103.
- The number of placed instances, taps included, is 1905.
- The area reported by Yosys stat reads between 0.009 and 0.01 mm².
- The leakage component of the power reads 4.59 nW.
- For met2 alone, demand over resource in global routing was 46.7%.
- Per the finish-stage timing summary, setup violations number 0.
- sky130_fd_sc_hd__ha_1 is the most common cell in the netlist.
- Setup repair after global routing left no endpoint under its margin.
- The residual overflow from global routing reads 0.
- The layout overhead on the synthesized area is 14.9%.
- The met1 track demand over resource in global routing reads around 44%.
- For reference, the final report shows the max-slew violation count at 0.
- The clock tree buffer count of the final layout is 0.
- The final weighted congestion in routability-driven placement reads 1.04.
- Entering global routing, the biggest net connects 52 pins.
- The combinational gate area is 0.00915 mm².
- The post-route fraction of the period consumed by the critical path reads 88.4%.
- The timing report gives the biggest stage delay along the critical path as roughly 700 ps.
- The chip occupies 0.0338 mm².
- The busiest layer in global routing is met2.
- The synthesis report lists the Yosys warning total as 1.
- The critical path data required time is 12640 ps.
- The synthesized area is just under 0.01 mm².
- The total wire length reads 51800 µm.
- Measured along the x axis, the die boundary spans approximately 180 µm.
- After synthesis, the most frequently instantiated cells are sky130_fd_sc_hd__ha_1, sky130_fd_sc_hd__nor2_1, sky130_fd_sc_hd__nand2_1, sky130_fd_sc_hd__a21oi_1, sky130_fd_sc_hd__o21ai_0.
- The shortest clock period the worst path allows after layout reads 13970 ps.
- The number of gates resized after cts reads 0.
- The script computed a power per unit cell area of 39.1 mW/mm².
- The count of TritonRoute iterations in the first routing pass is 5.
- The fraction of final layout cells sized beyond drive strength 1 reads under 10%.
- The non-filler instance count after layout is between 1.5k and 2k.
- The wire length of the first global-routing pass is 75900 µm.
- The initial antenna violation count is 2.
- The average vias per placed instance reads between 6 and 7.
- The run reported a max-capacitance violation count of 0.
- The cell count after synthesis is roughly 1.4k.
- The achievable clock frequency reads 71.6 MHz.
- The estimated wirelength of the detail-placed design reads 42000 µm.
- In this run the worst path has a maximum fanout of 22.
- The via count of the first global-routing pass was 11.2k.
- The post-route setup TNS is 0 ps.
- The share of synthesized area occupied by flip-flops and latches reads 0%.
- The synthesized design devotes to its leading area cell type 17.5% of total area.
- The core occupancy in the finished layout is 35.1%.
## final timing paths
kind   startpoint         end  cells past startpoint
max   operand1[4]           Z                     26
min    control[1]  result[28]                      5
## metrics by stage
step	setup WS, ps	total power [mW]	instance area, µm²
final	1830	0.446	11400
after global routing	1480	0.476	11400
after CTS	1920	0.435	11400
after detailed placement	1950	0.433	11400
after global placement	2090	0.436	11400
after floorplan	4020	0.268	9930
## metal layers
metal  wire (µm)  up-vias  part of all wire [%]
li1            -     5368                     -
met1       21500     5652                    42
met2       22300      740                    43
met3        5340      125                    10
met4        2570        2                   5.0
met5          13        -                 0.025
## area by class of cell
class                           count  share of cell area (%)
Multi-Input combinational cell   1216                    80.1
Antenna cell                        1                  0.0219
Timing Repair Buffer              147                    11.7
Inverter                          100                    3.29
Tap cell                          442                    4.85
## kinds of logic (layout without fill, tap and decap cells)
family / Yosys count / after routing / synth area share [%]
simple gates: 472 / 472 / 23.9
compound gates: 427 / 427 / 29.6
buf+inv: 185 / 247 / 7.91
fa+ha+maj: 143 / 143 / 18.3
mux: 102 / 102 / 14.0
xor+xnor: 72 / 72 / 6.35
other cells: 0 / 1 / 0
## cell usage in the layout, fill, tap and decap left out, drive strengths merged, types with 49 or more instances in the layout
cell type / instances
ha: 139
xnor2: 64
inv: 97
clkdlybuf4s50: 98
nand2: 117
nor2: 126
a21oi: 101
buf: 49
mux2i: 50
nor3: 49
o21ai: 99
## report_power, final
group,leakage [nW],internal [mW],switching [mW]
Clock,0.00000327,0.00000000000000174,0
Sequential,0,0,0
Combinational,4.59,0.174,0.272
## critical path, delay by kind of cell
kind            cells  cell delay [ps]
simple gates       11             2690
compound gates      9             2070
buf+inv             4             1590
fa+ha+maj           2             1270
Power figures rest on the tool's default switching activity, not on a simulated workload.
